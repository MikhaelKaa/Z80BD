==> flow/config.mk <==
export PLATFORM = sky130hd
export DESIGN_NAME = z80db
export DESIGN_NICKNAME = z80db
export VERILOG_FILES = /design/flow/design.v
export SDC_FILE = /design/flow/constraint.sdc
export NUM_CORES = 4
export LEC_CHECK = 1
export CORE_AREA = 10 10 70 70
export DIE_AREA = 0 0 80 80
==> flow/constraint.sdc <==
current_design z80db

set clk_period 1.0
set clk_io_pct 0.2

create_clock -name clk0 -period $clk_period

set non_clock_inputs [all_inputs -no_clocks]
set_input_delay [expr $clk_period * $clk_io_pct] -clock clk0 $non_clock_inputs
set_output_delay [expr $clk_period * $clk_io_pct] -clock clk0 [all_outputs]
==> flow/design.v <==
module z80db(
input reset,
input bsrq,
input mreq,
input iorq,
input rd,
input wr,
input [7:0]A,
input A14,
input A15,
inout [7:0]D,
output moe, 	 
output mwe, 	 
output mce, 	 
output ma14,	 
output romblk,	 
input jump
);
wire cash_rd = A14 | A15 | rd | mreq;
wire cash_wr = wr;
wire cash_mreq = A14 | A15 | mreq;
wire cash_is_act_rd = source?(cash_rd):(1'b1);
wire cash_is_act_wr = source?(cash_wr):(1'b1);
wire cash_is_act_mreq = source?(cash_mreq):(1'b1);
assign moe = bsrq?(cash_is_act_rd):(cash_rd); 		 
assign mwe = bsrq?(cash_is_act_wr):(cash_wr); 		 
assign mce = bsrq?(cash_is_act_mreq):(cash_mreq);   
assign ma14 = reg_7ffd[4];
assign romblk = ~(source | ~bsrq);
wire source = cash ^ jump;
reg cash = 1'b0;
wire iord = iorq | rd;
wire iowr = iorq | wr;
wire p7ffd = ~((A == 253) & (A15 == 0) & (A14 == 1));
wire p7ffdrd = p7ffd | iord; 
reg [7:0] reg_7ffd = 8'b0;
assign D = (p7ffdrd)?(8'bz):(reg_7ffd);
always @(negedge iowr or negedge reset) begin
	if(!reset) begin
		reg_7ffd <= 8'b0;
	end else begin
		if(p7ffd == 0) reg_7ffd <= D;
	end
end
always @(negedge iord or negedge reset) begin
	if(!reset) begin
		cash <= 1'b0;  
	end else begin
		case (A)
			8'hFB : cash <= 1'b1;
			8'h7B : cash <= 1'b0;
		endcase
	end
end
endmodule
==> flow/run.sh <==
#!/bin/bash
# OpenROAD 26Q1-2900-gdf79404cd8, Yosys 0.63+post, stock flow scripts
make -C /OpenROAD-flow-scripts/flow DESIGN_CONFIG=/design/flow/config.mk WORK_HOME=/design/flow/orfs finish
==> summary.txt <==
run metrics: synthesis-stage register bit count 1, WP data required 0.80 ns, Syn Std Cell Area 169 um2, routing usage on met1 0.0245, crit-path max cell delay 0.12 ns, Top reg by flops cash, Basic Gates by Area 0.289, die area 6400 um2, largest net degree at the start of global routing 5, Dominant cell area share 0.400, synthesis-to-finish area growth 145%, number of global-route vias before repair 209, DRC 0, Yosys Instances 22, setup_tns 0 ns, leading area contributor after synthesis buf_4, Post-Place Worst Slack -0.710 ns, Max stage delay cell, worst path xnor2_2, Cell Pwr Density 250 nW/um2, yosys warning tally 2, Top non-seq family buffers and inverters, Worst EP arrival 0.79 ns, run status finished, final reports clean, peak supply drop 0.0258 mV, register area share after synthesis 0.148, placed insts 88, max-slew violations 0, crit end category output port, IO Count 30, total wire length 745 um, post-route insts no fill 90, share of cells above drive strength 1 0.295, Cell Area, Placed 399 um2, antenna viol nets, final 0, Final Hold Viols 0, busiest metal layer after global routing met2, crit-path most repeated cell buf_6, Synth Instances 22, antenna cells 0, site row count 21, top flop regs cash (1), RSZ-0062 raised after global routing yes, f_max 1.01 GHz, worst setup path category in -> out, Netlist cell types 13, vias per cell 2.10, Initial Util 0.0495, first-pass GRT wire length 1.09 mm, # setup viols final 0, Hold WC Path Type in -> out, Top area cell types buf_4, dfrtn_1, mux2_1, and4b_1, xnor2_1, worst path cell trace buf_6 -> xnor2_2 -> nand2_2 -> buf_6 -> nand3b_1 -> buf_2, startpoint types input port, Core Area 3420 um2, Adders+Majority by Area 0, final instance area 414 um2, Final WS setup 0.00663 ns, Chip Area, Yosys 169 um2, First-pass DRT Iterations 1, cycle use final 0.993, max FFs per register 1, Static Leak 0.183 nW, register pins left without a clock 1, Hold Worst Slack 0.653 ns, # port buffers 21, worst-path maximum fanout 4, Hold-fix buffers, CTS 0, per-cell routed wire length 8.28 um, via count 189, placer congestion estimate 0.755, drt first-iter violations 0, GR Util met3 0.0125, Total GRT Usage 0.0206, Crit path max-delay family buffers and inverters, MUX share of area 0.0667, Chip Width 80 um, endpoints left unconstrained 1, Syn Area/Cell 7.68 um2, Max Cap Viol 0, initial antenna violation count 0, global route overflow 0, global routing usage on met2 0.0329, Buf/Inv on CP 3, ao+oa area frac 0, Tool Warnings 34, Final Critical Period 0.993 ns, yosys xor share 0.0519, Chip Height 80 um
==> what timing repair did <==
item | CTS | global route
pin swaps | 5 | 3
setup endpoints to repair | 4 | 3
buffers inserted | 2 | 0
resized | 31 | 5
==> worst paths after layout <==
path,from,to,slack [ns],cells past startpoint
max,jump,moe,0.007,6
min,mreq,mce,0.65,4
==> logic make-up after synthesis <==
logic type	after synthesis
buffers and inverters	10
XOR/XNOR	1
multiplexers	1
flip-flops	1
AND/OR/NAND/NOR	8
other	1
==> where the power goes <==
group          switching, mW  internal [mW]  leakage (nW)
Combinational         0.0255         0.0746         0.170
Clock                      0              0             0
Sequential          0.000875        0.00263        0.0133
==> stage by stage <==
step / power [mW] / utilization
detailed placement: 0.103 / 0.117
global route: 0.114 / 0.121
CTS: 0.102 / 0.120
finish: 0.104 / 0.121
global placement: 0.103 / 0.117
floorplan: 0.0408 / -
==> cells in the mapped netlist, drive strengths merged <==
library cell  count
buf               9
or2               1
nand2             2
nand3b            1
nor3              1
dfrtn             1
and4b             1
nand4             1
xnor2             1
conb              1
nand2b            1
mux2              1
inv               1
==> tightest hold or removal path, cell delays in order <==
cell	delay (ns)
buf_6	0.07
nor3_4	0.03
nand2_1	0.06
clkbuf_2	0.09
==> cell type report <==
| cell class | count | area [um2] |
|---|---|---|
| flip-flops and latches | 1 | 25.0 |
| well taps | 46 | 57.6 |
| repair buffers | 23 | 204 |
| inverters | 1 | 3.75 |
| fillers | 399 | 3000 |
| multi-input cells | 19 | 124 |
==> cells in the final DEF (no fill, tap or decap), drive strengths merged <==
cell,instances
and4b,1
dlygate4sd2,2
xnor2,1
clkbuf,2
mux2,1
clkdlybuf4s15,2
or2,1
inv,1
nor3,1
dfrtn,1
conb,9
nand2b,1
buf,7
nand2,2
nand3b,1
clkdlybuf4s50,10
nand4,1
==> layer usage <==
metal	vias to the layer above	share of wire
met3	0	0.19
met4	0	0
met5	-	0
li1	98	-
met2	16	0.42
met1	75	0.39
Power figures rest on the tool's default switching activity, not on a simulated workload.
